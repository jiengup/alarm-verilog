$ cat ./constraint.sdc
current_design original_to_100HZ

set clk_period 6.1
set clk_io_pct 0.2

create_clock -name clk0 -period $clk_period [get_ports {original_clk}]

set non_clock_inputs [all_inputs -no_clocks]
set_input_delay [expr $clk_period * $clk_io_pct] -clock clk0 $non_clock_inputs
set_output_delay [expr $clk_period * $clk_io_pct] -clock clk0 [all_outputs]
$ cat ./run.sh
#!/bin/bash
# OpenROAD 26Q1-2900-gdf79404cd8, Yosys 0.63+post, stock flow scripts
make -C /OpenROAD-flow-scripts/flow DESIGN_CONFIG=/design/flow/config.mk WORK_HOME=/design/flow/orfs finish
$ cat ./config.mk
export PLATFORM = sky130hd
export DESIGN_NAME = original_to_100HZ
export DESIGN_NICKNAME = original_to_100HZ
export VERILOG_FILES = /design/flow/design.v
export SDC_FILE = /design/flow/constraint.sdc
export NUM_CORES = 4
export LEC_CHECK = 1
export CORE_UTILIZATION = 30
$ cat ./design.v
module original_to_100HZ(original_clk, clk100HZ);
input original_clk;
output reg clk100HZ;
reg[31:0] cnt_100HZ;
always@(posedge original_clk)
begin
	if(cnt_100HZ == 'd250000-1)
	begin
		clk100HZ <= ~clk100HZ;
		cnt_100HZ <= 0;
	end
	else
	cnt_100HZ <= cnt_100HZ + 1'b1;
end
endmodule
==> impl_metrics.env <==
# yosys + openroad results
export IMPL_design_portCount=2
export IMPL_synthTopCellsByArea="dfxtp_1 (45%), xnor2_1 (12%), xor2_1 (4.9%)"
export IMPL_number_of_buffers_on_the_longest_clock_path=2
export IMPL_ctsHoldBuffers=0
export IMPL_worstSetupEndpointType="output pin"
export IMPL_root_buffer="clkbuf_8"
export IMPL_outcome="complete, no violations"
export IMPL_grt_pass1_wl_um=4550
export IMPL_slew_headroom=0.571
export IMPL_routedWlPerCell_um=11.9
export IMPL_globalplace_congestion=0.812
export IMPL_post_route_cells_drive_above_1_share=0.0909
export IMPL_post_synth_ao_oa_area_fraction=0.0202
export IMPL_netlist_area_sq_um=1430
export IMPL_post_synth_adder_cell_area=0.00877
export IMPL_tritoncts_num_buffers=5
export IMPL_final_fill_count=430
export IMPL_portion_of_the_post_synthesis_area_used_by_sequential_elements=0.470
export IMPL_crit_path_top_delay_cell="clkdlybuf4s50_1"
export IMPL_drtAntennaViolNets=0
export IMPL_drc=0
export IMPL_total_die_area_sq_um=5030
export IMPL_yosysWarningCount=1
export IMPL_timing_hold_violations_final=0
export IMPL_synth_stat_cells=146
export IMPL_floorplan_utilization=0.319
export IMPL_cts_htree_levels=2
export IMPL_timing_critical_path_from_type="register"
export IMPL_fmax_mhz=434
export IMPL_place_detailed_hpwl_um=1680
export IMPL_finalSetupViolations=0
export IMPL_vertical_die_dimension_um=71.0
export IMPL_std_cell_rows=24
export IMPL_synth_largest_area_cell="dfxtp_1"
export IMPL_worst_hold_path_type="reg -> reg"
export IMPL_cts_setup_buffers=0
export IMPL_viasPerCell=4.95
export IMPL_vdd_ir_drop_max_v=0.000103
export IMPL_grt_overflow=0
export IMPL_grt_pass1_vias=954
export IMPL_grt_setup_unrepaired="false"
export IMPL_synthCells=146
export IMPL_power_density_nw_per_um2=247
export IMPL_drt_first_pass_iters=6
export IMPL_worst_path_max_fanout=2
export IMPL_grtUsageMet3=0.0376
export IMPL_max_cap_violations=0
export IMPL_final_instance_count_excl_fill=206
export IMPL_gr_usage_met1=0.182
export IMPL_flow_area_growth_from_synthesis_pct=12.1
export IMPL_synth_simple_area_share=0.319
export IMPL_antenna_found_initial=0
export IMPL_fin_crit_ps=2310
export IMPL_cp_num_buf_inv=1
export IMPL_synth_flop_count=33
export IMPL_detail_route_antenna_diodes=0
export IMPL_postCtsResizedCells=0
export IMPL_synthDistinctLibCells=29
export IMPL_worst_clock_skew_ps=7.00
export IMPL_log_warning_count=25
export IMPL_clk_transition_reported_paths_ps=70
export IMPL_grt_usage=0.115
export IMPL_wl_um=2450
export IMPL_die_w_um=71.0
export IMPL_post_synth_xor_area_fraction=0.166
export IMPL_dominant_non_sequential_cell_family_after_synthesis="simple AND/OR/NAND/NOR gates"
export IMPL_finalCritPeriodShare=0.378
export IMPL_cp_arrival_ps=1090
export IMPL_core_area_sq_um=4470
export IMPL_grt_busiest_layer="met1"
export IMPL_vias=1020
export IMPL_io_buffers=1
export IMPL_numPlacedInstances=198
export IMPL_ys_chip_area_sq_um=1430
export IMPL_tritoncts="yes"
export IMPL_worst_setup_path_type="reg -> out"
export IMPL_total_leakage_power_nw=0.549
export IMPL_synth_area_per_cell_sq_um=9.77
export IMPL_critical_path_top_delay_family="buffers and inverters"
export IMPL_globalRouteMet2Util=0.162
export IMPL_final_cell_mix="dfxtp_1 (32), xnor2_1 (19), nor2_1 (13)"
export IMPL_slew_viol_final=0
export IMPL_fin_setup_tns_ps=0
export IMPL_yosys_area_top_type_share=0.449
export IMPL_final_layout_top_logic_cell="dfxtp_1"
export IMPL_timing_critical_path_required_ps=4880
export IMPL_worstPathCellList="clkdlybuf4s50_1"
export IMPL_drt_iter0_markers=68
export IMPL_grt_start_max_net_pins=11
export IMPL_insertion_delay_ps=280
export IMPL_share_of_synthesized_area_spent_on_multiplexers=0
export IMPL_worst_pin_slew_ps=640
export IMPL_critPathMaxStageDelay_ps=460
export IMPL_numClockSinks=33
export IMPL_final_core_occ=0.357
-- power breakdown --
| group | internal [mW] | leakage, nW | switching [mW] |
|---|---|---|---|
| clock network | 0.102 | 0.0542 | 0.0774 |
| logic | 0 | 0.226 | 0 |
| registers | 0.216 | 0.269 | 0 |
-- per-layer routing --
metal / up-vias / share of wire
li1: 539 / -
met1: 463 / 0.52
met2: 14 / 0.43
met3: 4 / 0.036
met4: 0 / 0.012
met5: - / 0
-- kinds of logic after synthesis --
family,count (synthesis)
xor+xnor,27
buf+inv,6
compound gates,5
flops,33
fa+ha+maj,1
simple gates,74
-- registers in the layout, indices dropped and copies added, names as in the netlist --
name / flops
clk100HZ: 1
cnt_100HZ: 32
-- metrics by stage --
stage / area, sq um / hold slack [ps] / worst slack (ps) / power (mW)
floorplan: 1430 / 430 / 4410 / 0.221
global placement: 1500 / 447 / 4110 / 0.221
detailed placement: 1500 / 457 / 4090 / 0.221
CTS: 1600 / 475 / 3780 / 0.400
global route: 1600 / 508 / 3720 / 0.414
finish: 1600 / 476 / 3790 / 0.396
-- final timing paths --
kind,depth (start not counted),slack (ps),to,from
max,1,3790,clk100HZ,clk100HZ
min,1,480,cnt_100HZ[31],cnt_100HZ[31]
max reg2reg,5,4180,cnt_100HZ[22],cnt_100HZ[0]
min reg2reg,1,480,cnt_100HZ[31],cnt_100HZ[31]
-- layout make-up --
type	count	area, sq um	share of cell area
timing repair buffer	1	10.0	0.00626
clock inverter	1	5.00	0.00313
multi-input combinational	107	733	0.459
inverter	5	18.8	0.0117
tap	52	65.1	0.0407
sequential	33	671	0.419
clock buffer	7	96.3	0.0603
-- synth_stat cells (all sizes together) --
cell type  instances
dfxtp             32
xnor2             19
nor2              13
nand3             12
nand4             12
nand2             10
nor4               9
xor2               8
inv                5
and3               4
nor3               3
nor4b              3
a21oi              2
and4               2
o21ai              2
or3                2
a31o               1
clkbuf             1
edfxtp             1
ha                 1
nor2b              1
nor3b              1
or2                1
or4                1
Power figures rest on the tool's default switching activity, not on a simulated workload.
