[./run.sh]
#!/bin/bash
# OpenROAD 26Q1-2900-gdf79404cd8, Yosys 0.63+post, stock flow scripts
make -C /OpenROAD-flow-scripts/flow DESIGN_CONFIG=/design/flow/config.mk WORK_HOME=/design/flow/orfs finish
[./config.mk]
export PLATFORM = sky130hd
export DESIGN_NAME = alarm_signal
export DESIGN_NICKNAME = alarm_signal
export VERILOG_FILES = /design/flow/design.v
export SDC_FILE = /design/flow/constraint.sdc
export NUM_CORES = 4
export LEC_CHECK = 1
export CORE_AREA = 10 10 110 110
export DIE_AREA = 0 0 120 120
[./constraint.sdc]
current_design alarm_signal

set clk_period 4.9
set clk_io_pct 0.2

create_clock -name clk0 -period $clk_period [get_ports {clk1khz}]

set non_clock_inputs [all_inputs -no_clocks]
set_input_delay [expr $clk_period * $clk_io_pct] -clock clk0 $non_clock_inputs
set_output_delay [expr $clk_period * $clk_io_pct] -clock clk0 [all_outputs]
[./design.v]
module alarm_signal(clk1khz, on, cout);
input clk1khz, on;
output reg [7:0] cout;
parameter starlength = 200;
parameter spacelength = 100;
parameter longlength = 400;
reg[31:0] cnt_length;
always@(posedge clk1khz)
begin
	if(cnt_length == (starlength*5+spacelength*4+longlength-1))
		cnt_length <= 0;
	else
		cnt_length <= cnt_length + 1'b1;
end
always@(cnt_length)
begin
	if(on)
	begin
		if((cnt_length >= 0) && (cnt_length < starlength))
			cout <= 8'b11111111;
		else if((cnt_length >= starlength) && (cnt_length < (starlength + spacelength)))
			cout <= 8'b00000000;
		else if((cnt_length >= (starlength+spacelength)) && (cnt_length < (starlength*2+spacelength)))
			cout <= 8'b11111111;
		else if((cnt_length >= (starlength*2+spacelength)) && (cnt_length < (starlength*2+spacelength*2)))
			cout <= 8'b00000000;
		else if((cnt_length >= (starlength*2+spacelength*2)) && (cnt_length < (starlength*3+spacelength*2)))
			cout <= 8'b11111111;
		else if((cnt_length >= (starlength*3+spacelength*2)) && (cnt_length < (starlength*3+spacelength*3)))
			cout <= 8'b00000000;
		else if((cnt_length >= (starlength*3+spacelength*3)) && (cnt_length < (starlength*4+spacelength*3)))
			cout <= 8'b11111111;
		else if((cnt_length >= (starlength*4+spacelength*3)) && (cnt_length < (starlength*4+spacelength*4)))
			cout <= 8'b00000000;
		else if((cnt_length >= (starlength*4+spacelength*4)) && (cnt_length < (starlength*5+spacelength*4)))
			cout <= 8'b11111111;
		else
			cout <= 8'b00000000;
	end
	else
		cout <= 8'b00000000;
end
endmodule
==> results_dict.tcl <==
# collected from the flow reports
set metrics [dict create \
    async_flop_share 0 \
    design_area_sq_um 1850 \
    comb_area_sq_um 817 \
    holdWs_ns 0.461 \
    final_hold_viol_count 0 \
    ff_type "dfxtp_1" \
    via_per_inst 3.84 \
    num-fill-cells 1073 \
    cts_setup_buffers 0 \
    layout_setup_ws_ns 1.07 \
    regMostFlops "cnt_length" \
    vdd_drop_max_mv 0.0862 \
    rsz0062_at_grt "false" \
    final_cell_mix "dfxtp_1, xnor2_1, nand3_1" \
    synthCells 177 \
    grt_pass1_vias 1056 \
    numClockSinks 32 \
    place_area_sq_um 1750 \
    relSlewSlack 0.581 \
    grt.total_usage 0.0384 \
    final_max_slew_viol_count 0 \
    drtPass1Iterations 4 \
    antenna_found_initial 0 \
    setup_viol 0 \
    pin_count 10 \
    postCtsHoldBufs 0 \
    grt-ovfl-total 0 \
    drt-total-wl_um 2790 \
    route.antenna.diode_count 0 \
    drt.antenna.violating_nets 0 \
    drt-initial-drc-count 74 \
    r2r_setup_slack_ns 3.02 \
    initCoreUtil 0.165 \
    ys_cells 177 \
    final_cells 310 \
    largest_reg_flops 32 \
    vias 1191 \
    synth_cell_type_count 34 \
    tool_warnings 27 \
    pre_cts_slack_ns 1.13 \
    worst_ep_required_time_ns 3.92 \
    rows 36 \
    fin_util 0.189 \
    crit_arrival_ns 2.85 \
    root_buffer "clkbuf_8" \
    synth-edff-count 0 \
    place_hpwl_um 1970 \
    yosys_area_sq_um 1620 \
    hp-class "reg2reg" \
    clkLatencyLatePin_ns 0.28 \
    synth_flops 32 \
    drcViolationCount 0 \
    ys_warn_count 1 \
    lay_top_count "dfxtp_1" \
    critPathKind "in2out" \
    worst_setup_path_end_kind "primary output" \
    syn-mean-instance-area_sq_um 9.13 \
    worstMarginPinSlew_ns 0.624 \
    htree_levels 2 \
    cts.clk_slew.worst_paths_ns 0.06 \
    reg_top3 "cnt_length (32)" \
    postSynthSeqShare 0.397 \
    status "finished, final reports clean" \
    wire_per_inst_um 9.01 \
    post-place-cells 303 \
    cts_buffer_depth 2 \
    area_growth_pct 14.4 \
    place_congestion 0.835 \
    core-area_sq_um 9770 \
    period_needed_ns 3.83 \
    worst-path-max-fanout 8 \
    die_area_sq_um 14400 \
    power_density_nw_per_um2 257 \
    cts_tree "done" \
    drv_cap 0 \
    max_freq_mhz 261 \
    die_h_um 120 \
    io_buffers 9 \
    start_kind "input port" \
    grt_max_degree 12 \
    grt_pass1_wl_um 4800 \
    drive_gt1_frac 0.0565 \
    power.total_mw 0.475 \
    fin_crit_sh 0.781 \
    syn_area_sq_um 1620 \
    die-width_um 120 \
    cts-resized-gates 0 \
    setup_tns_ns 0 \
    cts_buffers 5 \
    regArea_sq_um 641 \
    clock_skew_ns 0.00253 \
    p_leak_nw 0.568 \
]
==> layer usage <==
layer,routed length [um],vias to the layer above,global-route usage
met2,1120,28,0.0536
met4,56,0,0.00679
met3,165,4,0.0152
met1,1450,549,0.0552
met5,0,-,0
li1,-,610,-
==> worst max-delay path, cell delays in order <==
cell and delay, ns:
clkdlybuf4s50_1 0.47, inv_1 0.04, nor4_1 0.44, o311a_1 0.39, clkdlybuf4s50_1 0.52
==> Yosys cell counts (5+ instances only) <==
library cell  count  area (sq um)
dfxtp_1          32           641
and4_1            5          43.8
nor2_1           10          37.5
nand2_1          11          41.3
nand3_1          14          70.1
nor4_1           10          62.6
nand4_1           7          43.8
xnor2_1          26           228
inv_1             8          30.0
buf_4             8          60.1
and3_1            6          37.5
==> logic make-up (layout without fill, tap and decap cells) <==
family / count (synthesis) / in the layout / synth area share
buf+inv: 25 / 25 / 0.0976
compound gates: 11 / 11 / 0.0519
flops: 32 / 32 / 0.397
simple gates: 77 / 77 / 0.276
fa+ha+maj: 2 / 2 / 0.0155
xor+xnor: 30 / 30 / 0.163
==> final timing paths <==
check / from / to / cells past startpoint
max: on / cout[3] / 5
min reg2reg: cnt_length[0] / cnt_length[0] / 1
max reg2reg: cnt_length[0] / cnt_length[28] / 5
min: cnt_length[0] / cnt_length[0] / 1
==> layout make-up <==
| cell class | count | area share |
|---|---|---|
| clock buffers | 7 | 0.0521 |
| inverters | 8 | 0.0162 |
| multi-input cells | 120 | 0.442 |
| flip-flops and latches | 32 | 0.347 |
| well taps | 133 | 0.0900 |
| repair buffers | 10 | 0.0528 |
==> report_power, final <==
part	switching [mW]	internal (mW)	leakage (nW)	total [mW]
Combinational	0.000605	0.000970	0.260	0.00158
Sequential	0	0.260	0.258	0.260
Clock	0.0886	0.125	0.0503	0.213
Power is estimated from default activity; no workload was simulated.
