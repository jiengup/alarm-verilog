**/design/flow/config.mk**
```make
export PLATFORM = sky130hd
export DESIGN_NAME = clock_signal
export DESIGN_NICKNAME = clock_signal
export VERILOG_FILES = /design/flow/design.v
export SDC_FILE = /design/flow/constraint.sdc
export NUM_CORES = 4
export LEC_CHECK = 1
export CORE_AREA = 10 10 107 107
export DIE_AREA = 0 0 117 117
```
**/design/flow/constraint.sdc**
```tcl
current_design clock_signal

set clk_period 7.0
set clk_io_pct 0.2

create_clock -name clk0 -period $clk_period [get_ports {clk1khz}]

set non_clock_inputs [all_inputs -no_clocks]
set_input_delay [expr $clk_period * $clk_io_pct] -clock clk0 $non_clock_inputs
set_output_delay [expr $clk_period * $clk_io_pct] -clock clk0 [all_outputs]
```
**/design/flow/design.v**
```verilog
module clock_signal(clk1khz, on, cout);
input clk1khz, on;
output reg [7:0] cout;
parameter starlength = 1000;
parameter spacelength = 800;
reg[31:0] cnt_length;
always@(posedge clk1khz)
begin
	if(cnt_length == (starlength+spacelength-1))
		cnt_length <= 0;
	else
		cnt_length <= cnt_length + 1'b1;
end
always@(cnt_length)
begin
	if(on)
	begin
		if((cnt_length >= 0) && (cnt_length < starlength))
			cout <= 8'b11111111;
		else if((cnt_length >= starlength) && (cnt_length < (starlength + spacelength)))
			cout <= 8'b00000000;
		else if((cnt_length >= (starlength+spacelength)) && (cnt_length < (starlength*2+spacelength)))
			cout <= 8'b11111111;
	end
	else
		cout <= 8'b00000000;
end
endmodule
```
**/design/flow/run.sh**
```bash
#!/bin/bash
# OpenROAD 26Q1-2900-gdf79404cd8, Yosys 0.63+post, stock flow scripts
make -C /OpenROAD-flow-scripts/flow DESIGN_CONFIG=/design/flow/config.mk WORK_HOME=/design/flow/orfs finish
```
==> results.ini <==
[outcome]
status=completed

[finish]
drive_gt1_share_pct=7.55
regArea_um2=656
area_growth_pct=17.3
logic_area_um2=742
final_cells=270
fin_area_um2=1730
num-fill-cells=987

[detailed_routing]
drt-wirelength-per-cell_um=8.92
dr.pass1.iters=3
num_antenna_cells=0
vias_per_cell=3.73
detail_route.drc_violations=0
dr_total_vias=1008
postRouteAntennaNets=0
initialDrtViolationCount=52
wl_mm=2.41

[clocking]
htree_levels=2
postCtsSetupRepairBufs=0
cts-root-buf=clkbuf_8
clkTransAtPathRegs_ps=60
cts_max_path_buffers=2
post_cts_resized=0
cts_buffers=5
hold_buffers=0
cts_tree=done
clk_latency_ps=280

[floorplanning]
chip_area_um2=13700
io_pins=10
chipWidth_um=117
core_area_um2=9200
rows=35
die_h_um=117
initial_core_util_pct=16.0

[setup_path]
crit_path_cell_trace=or4_4 > or4_4 > nor4_4 > nor2_1
cp_num_buf_inv=0
cp_max_fo=7
critPathMaxStageDelay_ps=540
cp_data_arrival_time_ps=2120
path_class=reg2reg
worst_setup_path_start_kind=register
cp.required_ps=7150
slowest_stage=or4_4
cp_top_family=simple AND/OR/NAND/NOR gates
critPathCaptureType=register
cpMostUsedCell=or4_4

[timing]
unclocked_pins=1
worstMarginPinSlew_ps=700
finalHoldViolCount=0
fin_crit_ps=1960
slew_headroom_pct=53.2
untimed_endpoints=9
rsz0062_at_grt=false
setup_viol=0
fin_crit_sh_pct=28.1
slew_viol_final=0
max_freq_ghz=0.509
setup_tns_ps=0
finClkSkew_ps=2.34

[global_routing]
grt_pass1_vias=922
antenna_found_initial=0
grt_usage_pct=3.55
overflow=0
grt_max_degree=11
grt_pass1_wl_mm=4.20

[synth]
ys_async_sr_fraction_pct=0
adder_share_pct=1.70
yosys_warnings=1
syn_area_per_cell_um2=9.75
ys_sh_simple_pct=28.3
ys.flops=33
synth_cell_types=28
ff_type=dfxtp_1
ys_cells=151
syn-cell-area_um2=1470
synthCells=151
yosys.area_share.aoi_pct=2.55
synthXorXnorAreaFrac_pct=17.8
yosys_area_um2=1470
edf_count=0
topCombFamilyByArea=simple AND/OR/NAND/NOR gates
yosys-mux-area-fraction_pct=0

[placed_design]
hpwl_mm=1.72
place.gp.congestion=0.795
portBuffers=9
dpl_cell_area_um2=1630
post-place-cells=262

[run]
drv_cap=0
openroad.warnings=27

[power]
power.leakage_nw=0.552
powerDensity_nw_per_um2=190
peakVddDrop_v=0.0000603

[hold_path]
hp-class=reg2reg

stage by stage:
stage / hold slack [ps] / util [%] / power, mW / setup WS [ps]
3_3_place_gp: 447 / 17.8 / 0.187 / 5070
3_5_place_dp: 457 / 17.8 / 0.187 / 5040
4_1_cts: 468 / 18.8 / 0.333 / 5040
5_1_grt: 492 / 18.8 / 0.342 / 4900
6_report: 460 / 18.8 / 0.328 / 5040
2_1_floorplan: 435 / - / 0.187 / 5150
state kept, by name (all words and copies together), names as in the netlist:
name,flops
cnt_length,32
cout,1
layer usage:
layer / vias to the layer above / GRT usage [%] / routed length (um)
met5: - / 0 / 0
li1: 538 / - / -
met1: 449 / 5.15 / 1270
met3: 5 / 0.722 / 115
met2: 16 / 5.36 / 945
met4: 0 / 0.741 / 72
path summary, 6_finish.rpt:
check / startpoint / to / slack (ps) / depth (start not counted)
worst max-delay path: cnt_length[5]$_SDFF_PN0_ / cnt_length[9]$_SDFF_PN0_ / 5040 / 4
worst min-delay path: cnt_length[31]$_SDFF_PN0_ / cnt_length[31]$_SDFF_PN0_ / 460 / 1
worst max register to register: cnt_length[5]$_SDFF_PN0_ / cnt_length[9]$_SDFF_PN0_ / 5040 / 4
worst min register to register: cnt_length[31]$_SDFF_PN0_ / cnt_length[31]$_SDFF_PN0_ / 460 / 1
power by group:
group / leakage (nW) / switching, mW / internal, mW
logic: 0.243 / 0.000203 / 0.000647
clock network: 0.0445 / 0.0649 / 0.0798
registers: 0.265 / 0 / 0.182
cell usage after synthesis, types with 4 or more instances:
library cell,number,share of area [%]
nor4_1,5,2.1
nand3_1,15,5.1
nand4_1,8,3.4
nor2_1,11,2.8
dfxtp_1,32,44
and3_1,4,1.7
xor2_1,7,4.2
and4_1,7,4.2
nand2_1,10,2.5
buf_4,7,3.6
xnor2_1,23,14
layout by cell type, fill, tap and decap left out:
| cell type | Yosys | routed |
|---|---|---|
| or4_4 | 2 | 2 |
| clkdlybuf4s50_1 | 0 | 9 |
| nand2_1 | 10 | 10 |
| nor4_1 | 5 | 5 |
| o41a_1 | 1 | 1 |
| ha_1 | 2 | 2 |
| nor4_4 | 1 | 1 |
| nor2_1 | 11 | 11 |
| a21boi_0 | 1 | 1 |
| o21a_1 | 1 | 1 |
| nor2b_1 | 1 | 1 |
| o21ai_0 | 1 | 1 |
| inv_1 | 2 | 2 |
| and3_1 | 4 | 4 |
| nor3_1 | 2 | 2 |
| xnor2_1 | 23 | 23 |
| clkbuf_1 | 1 | 1 |
| nand4_1 | 8 | 8 |
| dfxtp_1 | 32 | 32 |
| nor3_2 | 1 | 1 |
| dlxtn_1 | 1 | 1 |
| nor3b_2 | 1 | 1 |
| xor2_1 | 7 | 7 |
| clkinvlp_4 | 0 | 1 |
| clkbuf_8 | 0 | 6 |
| o22ai_1 | 1 | 1 |
| and2_1 | 2 | 2 |
| and4_1 | 7 | 7 |
| nand3_1 | 15 | 15 |
logic make-up after synthesis:
| kind of cell | count (synthesis) |
|---|---|
| latches | 1 |
| simple gates | 70 |
| fa+ha+maj | 2 |
| xor+xnor | 30 |
| flops | 32 |
| buf+inv | 11 |
| compound gates | 5 |
cell type report:
type | instances | share of cell area [%]
Timing Repair Buffer | 9 | 5.21
Multi-Input combinational cell | 107 | 42.9
Inverter | 2 | 0.434
Sequential cell | 33 | 37.9
Clock inverter | 1 | 0.434
Tap cell | 111 | 8.04
Clock buffer | 7 | 5.00
Power figures rest on the tool's default switching activity, not on a simulated workload.
